==> /design/flow/design.v <==
`timescale 1ns / 1ps
module decoderAXIStreamWrapper (
    (* X_INTERFACE_PARAMETER = "CLK_DOMAIN <value>,PHASE 0.0,FREQ_HZ 100000000,LAYERED_METADATA undef,HAS_TLAST 1,HAS_TKEEP 1,HAS_TSTRB 0,HAS_TREADY 1,TUSER_WIDTH 0,TID_WIDTH 0,TDEST_WIDTH 0,TDATA_NUM_BYTES 8" *)
    input wire s_axis_aclk,
    input wire s_axis_aresetn,
	(* X_INTERFACE_INFO = "xilinx.com:interface:axis:1.0 S2Dec TDATA" *)
	input [63:0] s_axis_tdata,  
	(* X_INTERFACE_INFO = "xilinx.com:interface:axis:1.0 S2Dec TKEEP" *)
	input [7:0] s_axis_tkeep,  
	(* X_INTERFACE_INFO = "xilinx.com:interface:axis:1.0 S2Dec TLAST" *)
	input s_axis_tlast,  
	(* X_INTERFACE_INFO = "xilinx.com:interface:axis:1.0 S2Dec TREADY" *)
	output s_axis_tready,  
	(* X_INTERFACE_INFO = "xilinx.com:interface:axis:1.0 S2Dec TVALID" *)
	input s_axis_tvalid,  
	(* X_INTERFACE_PARAMETER = "CLK_DOMAIN <value>,PHASE 0.0,FREQ_HZ 100000000,LAYERED_METADATA undef,HAS_TLAST 1,HAS_TKEEP 1,HAS_TSTRB 0,HAS_TREADY 1,TUSER_WIDTH 0,TID_WIDTH 0,TDEST_WIDTH 0,TDATA_NUM_BYTES 8" *)
    input wire m_axis_aclk,
    input wire m_axis_aresetn,
	(* X_INTERFACE_INFO = "xilinx.com:interface:axis:1.0 Dec2S TDATA" *)
	output [63:0] m_axis_tdata,  
	(* X_INTERFACE_INFO = "xilinx.com:interface:axis:1.0 Dec2S TKEEP" *)
	output [7:0] m_axis_tkeep,  
	(* X_INTERFACE_INFO = "xilinx.com:interface:axis:1.0 Dec2S TLAST" *)
	output m_axis_tlast,  
	(* X_INTERFACE_INFO = "xilinx.com:interface:axis:1.0 Dec2S TREADY" *)
	input m_axis_tready,  
	(* X_INTERFACE_INFO = "xilinx.com:interface:axis:1.0 Dec2S TVALID" *)
	output m_axis_tvalid,  
	output reg vld_in = 0,
	output reg [104:0] dta_in = 105'd0,
	output reg [24:0] synd_in=25'd0,
	input pkt_vld,
	input [104:0] pkt_dta,
	input pkt_new,
	input [2:0] pkt_errors
);
	reg [2:0] wr_ptr_reg = 3'd3, wr_ptr_next;
	reg [2:0] wr_addr_reg = 3'd3;
	reg [2:0] rd_ptr_reg = 3'd3, rd_ptr_next;
	reg [2:0] rd_addr_reg = 3'd3;
	reg s_rst_sync1_reg = 1'b1;
	reg s_rst_sync2_reg = 1'b1;
	reg s_rst_sync3_reg = 1'b1;
	reg m_rst_sync1_reg = 1'b1;
	reg m_rst_sync2_reg = 1'b1;
	reg m_rst_sync3_reg = 1'b1;
	reg [63:0] memIN[3:0];
	reg [63:0] memOUT[3:0];
	reg [63:0] mem_read_data_reg = 64'b0;
	reg mem_read_data_valid_reg = 1'b0, mem_read_data_valid_next;
	wire [63:0] mem_write_data;
	reg [63:0] m_data_reg = 64'b0;
	reg m_axis_tvalid_reg = 1'b0;
	wire m_axis_tvalid_next;
	reg vld_inreg;
	always@(*) begin
		vld_inreg <= memIN[3][32:32];
		dta_in[104:0] <= {memIN[2][36:32],memIN[2][28:24],memIN[2][20:16],memIN[2][12:8],memIN[2][4:0],memIN[1][60:56],memIN[1][52:48],
			memIN[1][44:40],memIN[1][36:32],memIN[1][28:24],memIN[1][20:16],memIN[1][12:8],memIN[1][4:0],memIN[0][60:56],memIN[0][52:48],
			memIN[0][44:40],memIN[0][36:32],memIN[0][28:24],memIN[0][20:16],memIN[0][12:8],memIN[0][4:0]};
		synd_in[24:0] <= {memIN[3][12:8],memIN[3][4:0],memIN[2][60:56],memIN[2][52:48],memIN[2][44:40]};
	end
	always@(posedge s_axis_aclk) begin
		if(vld_inreg) begin
			vld_in <= 1;
		end
		if(vld_in == 1) begin
			vld_in <= 0;
			vld_inreg <= 0;
			wr_ptr_reg <= 3'd0;
		end
	end
	reg pkt_vldreg = 0;
	always @(posedge m_axis_aclk) begin
		if(pkt_vld == 1) begin
			pkt_vldreg <= pkt_vld;
			{memOUT[0][63:0],memOUT[1][40:0]} <= pkt_dta;
			memOUT[3][1:1] <= pkt_new;
			memOUT[3][4:2] <= pkt_errors;
			rd_ptr_reg <= 3'd0;
		end
	end
	wire full = (wr_ptr_reg == 3'd4);
	wire empty = (rd_ptr_reg == 3'd4);
	reg write, read, store_output;
	assign s_axis_tready = (~full & ~s_rst_sync3_reg);
	assign m_axis_tvalid_next = (~empty & ~m_rst_sync3_reg);
	assign m_axis_tvalid = m_axis_tvalid_reg;
	assign mem_write_data = s_axis_tdata;
	assign {m_axis_tlast, m_axis_tdata} = m_data_reg;
	always @(posedge s_axis_aclk) begin
		if (!s_axis_aresetn) begin
			s_rst_sync1_reg <= 1'b1;
			s_rst_sync2_reg <= 1'b1;
			s_rst_sync3_reg <= 1'b1;
		end else begin
			s_rst_sync1_reg <= 1'b0;
			s_rst_sync2_reg <= s_rst_sync1_reg | m_rst_sync1_reg;
			s_rst_sync3_reg <= s_rst_sync2_reg;
		end
	end
	always @(posedge m_axis_aclk) begin
		if (!m_axis_aresetn) begin
			m_rst_sync1_reg <= 1'b1;
			m_rst_sync2_reg <= 1'b1;
			m_rst_sync3_reg <= 1'b1;
		end else begin
			m_rst_sync1_reg <= 1'b0;
			m_rst_sync2_reg <= s_rst_sync1_reg | m_rst_sync1_reg;
			m_rst_sync3_reg <= m_rst_sync2_reg;
		end
	end
	always @* begin
		write = 1'b0;
		wr_ptr_next = wr_ptr_reg;
		if (s_axis_tvalid) begin
			if (~full) begin
				write = 1'b1;
				wr_ptr_next = wr_ptr_reg + 1'b1;
			end
		end
	end
	always @(posedge s_axis_aclk) begin
		if (s_rst_sync3_reg) begin
			wr_ptr_reg <= 3'b0;
		end else begin
			wr_ptr_reg <= wr_ptr_next;
		end
		wr_addr_reg <= wr_ptr_next;
		if (write) begin
			memIN[wr_addr_reg[2:0]] <= mem_write_data;
		end
	end
	always @* begin
		read = 1'b0;
		rd_ptr_next = rd_ptr_reg;
		mem_read_data_valid_next = mem_read_data_valid_reg;
		if (store_output | ~mem_read_data_valid_reg) begin
			if (~empty&pkt_vldreg) begin
				read = 1'b1;
				mem_read_data_valid_next = 1'b1;
				rd_ptr_next = rd_ptr_reg + 1;
			end else begin
				if(pkt_vldreg) begin
					mem_read_data_valid_next = 1'b0;
					pkt_vldreg <= 0;
				end
			end
		end
	end
	always @(posedge m_axis_aclk) begin
		if (m_rst_sync3_reg) begin
			rd_ptr_reg <= 3'b0;
			mem_read_data_valid_reg <= 0;
			pkt_vldreg <= 0;
		end else begin
			rd_ptr_reg <= rd_ptr_next;
			mem_read_data_valid_reg <= mem_read_data_valid_next;
		end
		rd_addr_reg <= rd_ptr_next;
		if (read) begin
			mem_read_data_reg <= memOUT[rd_addr_reg[2:0]];
		end
	end
	always @* begin
		store_output = 1'b0;
		if (m_axis_tready | ~m_axis_tvalid) begin
			store_output = 1'b1;
		end
	end
	always @(posedge m_axis_aclk) begin
		if (m_rst_sync3_reg) begin
			m_axis_tvalid_reg <= 1'b0;
		end else begin
			m_axis_tvalid_reg <= m_axis_tvalid_next;
		end
		if (store_output) begin
			m_data_reg <= mem_read_data_reg;
		end
	end
endmodule
==> /design/flow/run.sh <==
#!/bin/bash
# OpenROAD 26Q1-2900-gdf79404cd8, Yosys 0.63+post, stock flow scripts
make -C /OpenROAD-flow-scripts/flow DESIGN_CONFIG=/design/flow/config.mk WORK_HOME=/design/flow/orfs finish
==> /design/flow/config.mk <==
export PLATFORM = sky130hd
export DESIGN_NAME = decoderAXIStreamWrapper
export DESIGN_NICKNAME = decoderAXIStreamWrapper
export VERILOG_FILES = /design/flow/design.v
export SDC_FILE = /design/flow/constraint.sdc
export NUM_CORES = 4
export LEC_CHECK = 1
export CORE_AREA = 10 10 159 159
export DIE_AREA = 0 0 169 169
==> /design/flow/constraint.sdc <==
current_design decoderAXIStreamWrapper

set clk_period 1.6
set clk_io_pct 0.2

create_clock -name clk0 -period $clk_period [get_ports {m_axis_aclk}]
create_clock -name clk1 -period $clk_period [get_ports {s_axis_aclk}]

set non_clock_inputs [all_inputs -no_clocks]
set_input_delay [expr $clk_period * $clk_io_pct] -clock clk0 $non_clock_inputs
set_output_delay [expr $clk_period * $clk_io_pct] -clock clk0 [all_outputs]
==> load_flow_metrics.sql <==
-- implementation run metrics
INSERT INTO impl_metrics (metric_group, metric, value, unit) VALUES
('pwr', 'ir_drop', '0.469', 'mV'),
('detailed_routing', 'drc', '0', ''),
('timing', 'holdWs', '366', 'ps'),
('yosys', 'synth_flops', '58', ''),
('placement', 'port-buffer-count', '95', ''),
('setup_path', 'crit_path_cell_trace', 'inv_1 -> clkdlybuf4s50_1', ''),
('detailed_routing', 'detailedRoute.firstPassIterationCount', '4', ''),
('pwr', 'power_density', '899', 'nW/um^2'),
('global_route', 'antenna_found_initial', '1', ''),
('clock_network', 'post_cts.resized_instances', '0', ''),
('pwr', 'leakage', '1.61', 'nW'),
('final_layout', 'mostFrequentLayoutCell', 'sky130_fd_sc_hd__conb_1', ''),
('final_layout', 'area_growth', '35.5', '%'),
('global_route', 'grt_use_total', '4.47', '%'),
('setup_path', 'category_of_the_worst_setup_path_launch_point', 'flip-flop', ''),
('timing', 'unrepaired_setup_endpoints_after_global_routing', 'false', ''),
('min_path', 'hold_path.class', 'reg -> reg', ''),
('yosys', 'postSynthAreaPerCell', '12.9', 'um^2'),
('outcome', 'run_status', 'finished clean', ''),
('final_layout', 'commonest_cells_after_routing_fill_and_taps_aside', '154 x sky130_fd_sc_hd__conb_1, 95 x sky130_fd_sc_hd__clkdlybuf4s50_1, 50 x sky130_fd_sc_hd__edfxtp_1', ''),
('flow_run', 'openroad.warnings', '170', ''),
('setup_path', 'path_class', 'reg -> out', ''),
('placement', 'placed_area', '3670', 'um^2'),
('yosys', 'yosys-stat-cells', '224', ''),
('floorplanning', 'die_x', '169', 'um'),
('placement', 'detailed_placement_hpwl', '6160', 'um'),
('setup_path', 'crit_slowest_cell', 'sky130_fd_sc_hd__clkdlybuf4s50_1', ''),
('floorplanning', 'die_height', '169', 'um'),
('detailed_routing', 'final_antenna_net_count', '0', ''),
('final_layout', 'finish.cell_count_without_fillers', '616', ''),
('setup_path', 'crit_path_max_fanout', '1', ''),
('yosys', 'synthesis.area', '2890', 'um^2'),
('final_layout', 'final.fill_count', '2367', ''),
('setup_path', 'crit_path_max_incr_delay', '520', 'ps'),
('final_layout', 'final_cell_area', '3910', 'um^2'),
('setup_path', 'end_kind', 'output port', ''),
('clock_network', 'clk_pin_slew_worst_paths', '80', 'ps'),
('placement', 'gp_congestion', '0.741', ''),
('pwr', 'design_power_total', '3.51', 'mW'),
('yosys', 'synthDistinctLibCells', '9', ''),
('detailed_routing', 'count_of_routing_violations_after_the_opening_detailed_route_iteration', '46', ''),
('pwr', 'power_frac_comb', '7.9', '%'),
('clock_network', 'post_cts.repair.setup_buffers', '0', ''),
('yosys', 'yosys.stat.seqShare', '57.6', '%'),
('clock_network', 'cts_tree', 'yes', ''),
('final_layout', 'largest_reg_flops', '50', ''),
('pwr', 'clockPowerShare', '42.9', '%'),
('pwr', 'p_seq_share', '49.2', '%'),
('pwr', 'power.share.switching', '19.8', '%'),
('floorplanning', 'std_cell_rows', '54', ''),
('timing', 'final.setup.worst_slack', '102', 'ps'),
('timing', 'report.final.hold_viol_count', '0', ''),
('detailed_routing', 'wl_per_cell', '11.8', 'um'),
('yosys', 'top_logic_cell_family_in_the_synthesized_netlist', 'buffers and inverters', ''),
('setup_path', 'critical_path_required', '1280', 'ps'),
('final_layout', 'regArea', '1660', 'um^2'),
('clock_network', 'tritoncts_num_sinks', '58', ''),
('detailed_routing', 'vias_per_cell', '2.32', ''),
('detailed_routing', 'dr_total_vias', '1429', ''),
('global_route', 'vias_in_the_first_global_route', '1787', ''),
('timing', 'final.setup_skew', '9.39', 'ps'),
('detailed_routing', 'drt-total-wl', '7240', 'um'),
('yosys', 'ys_area', '2890', 'um^2'),
('yosys', 'synth_warnings', '172', ''),
('clock_network', 'cts_hold_buffers', '0', ''),
('yosys', 'xor_share', '0', '%'),
('yosys', 'mux_share', '0', '%'),
('floorplanning', 'chip_area', '28600', 'um^2'),
('final_layout', 'comb_area', '631', 'um^2'),
('yosys', 'synth_adder_area_share', '0', '%'),
('yosys', 'compound_area_share', '0', '%');
Yosys cell counts:
cell | n | share of area [%]
sky130_fd_sc_hd__buf_4 | 154 | 40
sky130_fd_sc_hd__edfxtp_1 | 50 | 52
sky130_fd_sc_hd__dfxtp_1 | 8 | 5.6
sky130_fd_sc_hd__inv_1 | 5 | 0.65
sky130_fd_sc_hd__or2b_1 | 2 | 0.52
sky130_fd_sc_hd__or3b_1 | 2 | 0.61
sky130_fd_sc_hd__and2_1 | 1 | 0.22
sky130_fd_sc_hd__conb_1 | 1 | 0.13
sky130_fd_sc_hd__nor2b_1 | 1 | 0.22
final cells by class:
cell class / instances / share of cell area (%)
sequential: 58 / 42.5
timing repair buffer: 100 / 25.9
multi-input combinational: 160 / 16.1
tap: 280 / 8.96
clock buffer: 8 / 5.12
clock inverter: 3 / 0.736
inverter: 5 / 0.480
antenna: 2 / 0.128
per-layer routing:
| layer | share of wire, % | vias to the layer above | track usage (%) |
|---|---|---|---|
| met1 | 36 | 631 | 4.60 |
| li1 | - | 639 | - |
| met5 | 0 | - | 0 |
| met3 | 14 | 8 | 2.56 |
| met2 | 49 | 151 | 7.80 |
| met4 | 1.7 | 0 | 0.788 |
power by group through the flow:
stage	Combinational, mW	Sequential, mW	Clock, mW
after CTS	0.298	1.73	1.60
after global routing	0.322	1.73	1.65
final	0.278	1.73	1.51
worst paths after layout:
path | startpoint | to | slack (ps) | cells past startpoint
worst min register to register | m_rst_sync3_reg | m_axis_tvalid_reg | 370 | 1
min in group clk1 | m_rst_sync1_reg | s_rst_sync2_reg | 370 | 1
worst max register to register | wr_addr_reg[0] | memIN[0][16] | 560 | 2
worst min-delay path | m_rst_sync3_reg | m_axis_tvalid_reg | 370 | 1
max in group clk1 | s_axis_tvalid | memIN[0][16] | 320 | 3
worst max-delay path | s_rst_sync3_reg | s_axis_tready | 100 | 2
worst register-to-register path, delay by kind of cell, from the launching register on:
kind	cells	cell delay (ps)
simple gates	1	160
buf+inv	1	220
flops	1	340
kinds of logic after synthesis:
family / count (synthesis)
buf+inv: 159
simple gates: 6
flops: 58
other cells: 1
Power figures rest on the tool's default switching activity, not on a simulated workload.
